--- design.v ---
module CpuPeripheral (
    input  logic                                        clk,             
    input  logic                                        reset,           
    input  logic                                        address,         
    output logic[31:0]                                  readdata,        
    input  logic[29:0]                                  dataIn,          
    input  logic                                        dataInValid,     
    input  logic                                        dataEnable,      
    input  logic                                        dataShoot,       
    input  logic[31:0]                                  debugData,
    input  logic                                        debugDataValid
);
    logic[29:0]         dataInInternal;          
    logic[31:0]         debugDataInternal;
    always_comb begin
        case (address)
            0: begin  
                readdata = {dataEnable, dataShoot, dataInInternal};
            end
            1: begin  
                readdata = debugDataInternal;
            end
            default: readdata = '0;
        endcase
    end
    always_ff @(posedge clk or posedge reset) begin
        if (reset) begin
            dataInInternal <= '0;
        end
        else begin
            if (dataInValid) begin
                dataInInternal <= dataIn;
            end
            else begin
                dataInInternal <= dataInInternal;
            end
        end
    end
    always_ff @(posedge clk or posedge reset) begin
        if (reset) begin
            debugDataInternal <= '0;
        end
        else begin
            if (debugDataValid) begin
                debugDataInternal <= debugData;
            end
            else begin
               debugDataInternal <= debugDataInternal;
            end
        end
    end
endmodule
--- run.sh ---
#!/bin/bash
# OpenROAD 26Q1-2900-gdf79404cd8, Yosys 0.63+post, stock flow scripts
make -C /OpenROAD-flow-scripts/flow DESIGN_CONFIG=/design/flow/config.mk WORK_HOME=/design/flow/orfs finish
--- config.mk ---
export PLATFORM = sky130hd
export DESIGN_NAME = CpuPeripheral
export DESIGN_NICKNAME = CpuPeripheral
export VERILOG_FILES = /design/flow/design.v
export SDC_FILE = /design/flow/constraint.sdc
export NUM_CORES = 4
export LEC_CHECK = 1
export CORE_UTILIZATION = 30
--- constraint.sdc ---
current_design CpuPeripheral

set clk_period 1.0
set clk_io_pct 0.2

create_clock -name clk0 -period $clk_period [get_ports {clk}]

set non_clock_inputs [all_inputs -no_clocks]
set_input_delay [expr $clk_period * $clk_io_pct] -clock clk0 $non_clock_inputs
set_output_delay [expr $clk_period * $clk_io_pct] -clock clk0 [all_outputs]
==> summary.txt <==
fresh numbers from the pnr run: critical-path maximum fanout 2, final worst slack -0.296 ns, average cell area after synthesis 17.9 um2, startpoint kind of the worst setup timing path flip-flop, flop2flop setup slack ~0.010 ns, Max IR drop VDD about 0.00060 V, count of pins over their slew limit 0, Yosys Chip Area about 0.0030 mm2, post-synthesis cell type with the largest combined area dfrtp_1, post-route clock period utilization 130%, Area leader share about half, number of antenna cells inserted 0, number of clock buffers inserted by TritonCTS 9, Setup Crit Path Kind flip-flop to primary output, kind of end point of the critical path primary output, Power Dens Cells between 1500 and 2000 mW/mm2, global route overflow 0, endpoint of the most critical register-to-register path dataInInternal[4], worst-case hold slack around 0.3 ns, GP Congestion about 0.75, count of input and output buffers roughly 100, FP Core Util between 30% and 40%, number of global-route vias before repair roughly 1,900, Clock H-tree levels 3, Cell Type Count 7, share of total power in combinational logic approximately a fifth, chip area roughly 0.010 mm2, share of total power in sequential cells 41.4%, antenna violations before repair 0, Stages on worst setup path 2, clock tree root buffer cell clkbuf_8, measured slew at the worst slew-check pin about 0.18 ns, core box area between 0.009 and 0.01 mm2, Detail Placement HPWL ~4100 um, Sink Count 62, Crit path required time ~0.8 ns, highest-count cells in the layout ignoring fill and taps 65 x clkdlybuf4s50_1, 62 x mux2_4, 62 x dfrtp_1, count of instantiated cells in the yosys netlist around 170, result of the run finished with violations, die width between 100 and 150 um, final tally of setup violations 32, switching fraction of total power around 20%, Critical Path Slowest Stage Cell dfrtp_1, Tool Warnings 27, later-pin clock latency in the skew report between 0.3 and 0.4 ns, CTS tree done, tally of nets with antenna violations remaining after routing 0, fill cell instance count of the final layout a little over 900, worst setup path startpoint dataInInternal[25], crit path cell chain mux2_4 > buf_2, buffer levels on the longest clock path 2, leakage power total 2.04 nW, 1st-pass router iterations 2, cell count after synthesis around 170, Tot GR Track Use a little under an eighth, drt first-iter violations 22, source of the worst register-to-register timing path dataInInternal[4], peak per-stage delay on the critical path ~0.4 ns, shortest period the worst path allows 1.30 ns, wire length of the first global-routing pass between 9000 and 10,000 um, type of the tightest min-delay check primary input to asynchronous set/reset pin, depth of the most critical reg-to-reg path 3, pin count of the biggest net entering global routing 32, final tally of hold violations 0, RSZ-0062 raised after global routing true, Clock Skews 0 ns, violations in the final reports negative setup slack, Clk pwr share approximately two fifths, Post-synth area hogs dfrtp_1 52%, mux2_4 30%, mux2_2 13%, buffering stage count on the worst path with inverters included 1, CP arrival 1.10 ns, commonest non-fill, non-tap cell in the layout clkdlybuf4s50_1, count of yosys warnings during synthesis 1, number of placement rows 36, CTS Hold Buffers Added 0, post-DR vias/cell ~4.2, internal power approximately 5.6 mW, Net Sw Power about 1.4 mW, Top Ports between 100 and 150, maximum clock frequency ~770 MHz, synthesized area roughly 0.003 mm2, mean routed wirelength per cell 14.0 um, slew margin rel. between 80 and 90%, proportion of synthesized chip area in sequential cells 51.6%, Worst path top cell family by delay flip-flops, count of unresolved DRC violations after routing 0, post-detailed-routing wire length 5990 um, max capacitance violation total 0, termination of the worst setup path readdata[25], total number of vias around 1,800, number of flip-flops and latches in the synthesized netlist ~62, worst setup slack before clock tree synthesis -0.516 ns, clock-pin slew on the worst setup and hold paths about 0.070 ns, Die Y ~100 um, share of final-layout standard cells stronger than drive strength 1 between 50% and 60%, area added between synthesis and finish 46.8%, fraction of the core area covered by cells at the end of the flow a little under half
==> through the flow <==
stage                     power [mW]  cell area [um2]  setup TNS [ns]  instances
final                           6.97             4410           -8.88        429
after global routing            7.33             4410          -10.64        429
after CTS                       7.06             4380           -9.78        428
after detailed placement        4.37             4220          -14.93        405
after global placement          4.37             4220          -14.94        405
after floorplan                 3.63             3010               0        168
==> area by class of cell <==
class | instances | area, um2 | share of cell area [%]
Tap cell | 133 | 166 | 3.77
Timing Repair Buffer | 123 | 1140 | 25.9
Clock inverter | 3 | 90.1 | 2.04
Sequential cell | 62 | 1550 | 35.2
Multi-Input combinational cell | 94 | 1290 | 29.3
Inverter | 1 | 7.51 | 0.170
Clock buffer | 13 | 159 | 3.60
==> cells in the mapped netlist, drive strengths merged <==
cell	number
dfrtp	62
buf	11
mux2	94
inv	1
==> flip-flops by register name, summed over array words and instances, names as in the netlist <==
register,flops
dataInInternal,30
debugDataInternal,32
==> tightest hold or removal path, stage by stage <==
cell and delay (ns):
clkdlybuf4s50_1 0.45, clkinvlp_4 0.13, buf_12 0.20
==> kinds of logic (layout without fill, tap and decap cells) <==
kind of cell | Yosys count | in the layout | share of synthesized area [%]
DFF | 62 | 62 | 51.6
buffers and inverters | 12 | 140 | 5.62
muxes | 94 | 94 | 42.7
==> how the worst min path moves through the flow <==
| stage | from | end | slack, ns | depth (start not counted) |
|---|---|---|---|---|
| finish | reset | debugDataInternal[7] | 0.30 | 3 |
| global route | reset | debugDataInternal[7] | 0.30 | 3 |
| CTS | reset | debugDataInternal[7] | 0.29 | 3 |
==> what timing repair did <==
item	in CTS	in global routing
setup buffers	7	3
gates resized	100	5
endpoints found under the setup margin	32	34
==> power by group through the flow <==
stage	clock (mW)	combinational [mW]	sequential, mW
after CTS	2.84	1.34	2.88
after global routing	2.95	1.46	2.91
final	2.74	1.35	2.89
==> routing by layer <==
layer | GRT usage, % | vias to the layer above | part of all wire, %
met3 | 3.41 | 9 | 7.4
li1 | - | 847 | -
met5 | 0 | - | 0
met1 | 17.7 | 899 | 45
met4 | 2.09 | 0 | 1.7
met2 | 18.1 | 54 | 46
Power and IR drop assume default switching activity.
